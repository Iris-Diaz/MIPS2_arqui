## flow/run.sh

```bash
#!/bin/bash
# OpenROAD 26Q1-2900-gdf79404cd8, Yosys 0.63+post, stock flow scripts
make -C /OpenROAD-flow-scripts/flow DESIGN_CONFIG=/design/flow/config.mk WORK_HOME=/design/flow/orfs finish
```

## flow/config.mk

```make
export PLATFORM = sky130hd
export DESIGN_NAME = ciclo_fetch
export DESIGN_NICKNAME = ciclo_fetch
export VERILOG_FILES = /design/flow/design.v
export SDC_FILE = /design/flow/constraint.sdc
export NUM_CORES = 4
export LEC_CHECK = 1
export CORE_UTILIZATION = 30
export SYNTH_HDL_FRONTEND = slang
```

## flow/constraint.sdc

```tcl
current_design ciclo_fetch

set clk_period 4.8
set clk_io_pct 0.2

create_clock -name clk0 -period $clk_period [get_ports {clk}]

set non_clock_inputs [all_inputs -no_clocks]
set_input_delay [expr $clk_period * $clk_io_pct] -clock clk0 $non_clock_inputs
set_output_delay [expr $clk_period * $clk_io_pct] -clock clk0 [all_outputs]
```

## flow/design.v

```verilog
`timescale 1ns/1ns
module adicion(
input [31:0] opIn,
input[31:0] opIn2,
output [31:0]opNext
);
assign opNext= opIn+ opIn2;
endmodule
`timescale 1ns/1ns
module ciclo_fetch(
input clk,
input rst_tb,
output [31:0] instruccion_fetch,
output [31:0] pc_plus4
);
wire [31:0] cable1,cable2;
program_counter inst1(
.clk_pc(clk),
.reset(rst_tb),
.pc_in(cable2),
.pc_out(cable1)
);
adicion inst2(
.opIn(cable1),
.opIn2(32'd4),
.opNext(cable2)
);
assign pc_plus4 = cable2;
memoria_instrucciones inst3(
.dir(cable1[7:0]),
.inst(instruccion_fetch)
);
endmodule
`timescale 1ns/1ns
module memoria_instrucciones(
	input [7:0] dir,
	output reg [31:0] inst
);
reg [7:0] memoria [0:255]; 
initial begin
    $readmemb("Binario (1).txt", memoria);
end
always @*
	begin
	inst = {memoria[dir], memoria[dir+1], memoria[dir+2], memoria[dir+3]};
	end
endmodule 
`timescale  1ns/1ns
module program_counter(
	input clk_pc,
	input reset,
	input [31:0]pc_in,
	output reg [31:0] pc_out
);
always @(posedge clk_pc or posedge reset)
	begin
		if(reset)
		begin
		pc_out = 32'b0;
		end
		else
		begin
		pc_out=pc_in;
		end
	end
endmodule
```

==> impl_metrics.csv <==
group,metric,value,unit
finish,layout-drive-gt1-share,7.065,%
flow_run,drv_cap,0,
placed_design,dp_slack,1.675,ns
finish,fin_area,0.001966,mm²
timing,clock.fmax,292.4,MHz
placed_design,placed_area,0.001857,mm²
clock_network,clock_path_buffers,2,
timing,layout_setup_ws,1.381,ns
detailed_routing,wl_met1,1.265,mm
clock_network,hold_buffers,0,
logic_synthesis,netlist_instances,146,
detailed_routing,top_layer,"met4",
clock_network,cts_setup_buffers,0,
flow_run,log.warning_count,25,
logic_synthesis,synth_seq_share,47.32,%
detailed_routing,num_antenna_cells,0,
finish,largest_reg_flops,30,
clock_network,clkTransAtPathRegs,0.06,ns
floorplanning,die-height,74.72,µm
finish,area_growth,23.90,%
timing,tns,0,ns
setup_path,reg2reg_from,"inst1.pc_out[2]",
logic_synthesis,synth.avg_cell_area,10.87,µm²
worst_hold_path,hp-class,"flip-flop to flip-flop",
setup_path,worstPathMaxFanout,8,
setup_path,cp-start-kind,"flip-flop",
timing,layout_min_cycle_time,3.419,ns
detailed_routing,dr_total_vias,1008,
worst_hold_path,hp-start,"inst1.pc_out[31]",
clock_network,htreeDepth,2,
detailed_routing,routed_via_density,3.969,
logic_synthesis,synth-edff-count,0,
global_routing,grt_pass1_vias,917,
floorplanning,die_area,0.005583,mm²
detailed_routing,antenna_left,0,
setup_path,crit_arrival,2.46,ns
global_routing,grt_max_degree,31,
logic_synthesis,ys.flop_type,"dfrtp_1",
global_routing,grt_overflow,0,
logic_synthesis,ys_ff,30,
clock_network,cts_sinks,30,
timing,finalCritPeriodShare,71.24,%
floorplanning,die_w,74.72,µm
setup_path,path_class,"flip-flop to primary output",
logic_synthesis,ys_cells,146,
floorplanning,fp_util,31.06,%
timing,rsz0062_at_grt,"false",
setup_path,worst_ep_required_time,3.84,ns
detailed_routing,met2_length,1.116,mm
setup_path,endpoint_kind,"primary output",
floorplanning,num_io_pins,66,
timing,slew_headroom,66.25,%
timing,fin_hold_ws,0.4825,ns
clock_network,cts_buffers,5,
clock_network,cts_tree,"yes",
timing,drv_slew,0,
detailed_routing,first_pass_iters,4,
floorplanning,num_rows,26,
global_routing,antenna_found_initial,0,
timing,hold_viol_final,0,
global_routing,grt_usage,10.41,%
logic_synthesis,ys_warn_count,0,
logic_synthesis,yosys_area,0.001587,mm²
floorplanning,core,0.005107,mm²
global_routing,grt_pass1_wl,4.298,mm
pwr,p_leak,0.0009393,µW
detailed_routing,routed_wirelength,2.647,mm
placed_design,port_buffers,31,
placed_design,dp_hpwl,1.960,mm
timing,setup_viol,0,
timing,skew,0.004775,ns
clock_network,root_buffer,"clkbuf_8",
logic_synthesis,post_synth_num_cell_types,20,
detailed_routing,wl_per_cell,10.42,µm
pwr,power_density,256.9,mW/mm²
finish,postLayoutCoreUtil,38.49,%
clock_network,clkLatencyLatePin,0.28,ns
timing,tightestPinTransition,0.5025,ns
detailed_routing,dr.first_iter.drc_count,77,
detailed_routing,remaining_drc_errors,0,
setup_path,cp-startpoint,"inst1.pc_out[2]",
finish,nFillCells,493,
detailed_routing,wl_met3,216,µm
pwr,ir_worst_vdd,93.81,µV
logic_synthesis,synthArstFlopShare,100.0,%
logic_synthesis,syn_area,0.001587,mm²
placed_design,gp_congestion,0.7592,
outcome,run_status,"finished, final reports clean",
clock_network,post_cts_resized,0,
cells in the mapped netlist (3+ instances only):
| library cell | number | area [µm²] |
|---|---|---|
| xor2_1 | 7 | 61.31 |
| nor2_1 | 4 | 15.01 |
| buf_4 | 34 | 255.2 |
| nand3_1 | 14 | 70.07 |
| inv_1 | 5 | 18.77 |
| nand2_1 | 6 | 22.52 |
| and3_1 | 3 | 18.77 |
| nand4_1 | 8 | 50.05 |
| xnor2_1 | 21 | 183.9 |
| dfrtp_1 | 30 | 750.7 |
cell usage in the layout (no fill, tap or decap), drive strengths merged:
master         count
and3               3
nand2              6
inv                5
conb              34
nor3               3
and2               2
dfrtp             30
bufinv             1
clkbuf             5
and4               1
buf                1
clkdlybuf4s50     31
xor2               7
clkinv             2
nand3             15
nand4              8
nor4               4
xnor2             21
ha                 1
nor2               4
cell families after synthesis:
family | after synthesis | share of synthesized area [%]
buffers and inverters | 40 | 17.51
adders and majority gates | 1 | 0.7885
xor gates and xnor gates | 28 | 15.46
and+or+nand+nor | 46 | 18.69
other | 1 | 0.2364
DFF | 30 | 47.32
per-layer routing:
layer	vias up	global-route usage, %
met2	46	13.91
met5	-	0
met4	0	1.468
li1	492	-
met3	6	4.071
met1	464	16.85
worst max-delay path, stage by stage, from the launching register on:
cell and delay (ns):
dfrtp_1 0.39, ha_1 0.21, nand3_1 0.22, nor4_4 0.44, nand4_1 0.18, xnor2_1 0.24, clkdlybuf4s50_1 0.50
stage by stage:
| stage | instances | power (µW) |
|---|---|---|
| 2_1_floorplan | 179 | 280.9 |
| 3_3_place_gp | 246 | 265.2 |
| 3_5_place_dp | 246 | 264.7 |
| 4_1_cts | 254 | 512.5 |
| 5_1_grt | 254 | 526.3 |
| 6_report | 254 | 504.9 |
final timing paths:
check | slack [ns] | end | depth (start not counted)
worst max-delay path | 1.38 | pc_plus4[28] | 6
worst min-delay path | 0.48 | inst1.pc_out[31] | 1
worst max register to register | 3.03 | inst1.pc_out[28] | 5
worst min register to register | 0.48 | inst1.pc_out[31] | 1
max in group asynchronous | 3.48 | inst1.pc_out[14] | 3
min in group asynchronous | 1.04 | inst1.pc_out[2] | 3
report_power, final:
| part | internal [µW] | switching [µW] | total, µW |
|---|---|---|---|
| Sequential | 253 | 0 | 253 |
| Clock | 152 | 93.0 | 245 |
| Combinational | 1.30 | 5.25 | 6.55 |
cell type report:
class	instances	area, µm²	area share, %
clock buffers	5	68.82	3.501
clock inverters	3	40.04	2.037
inverters	5	18.77	0.9548
multi-input cells	109	681.9	34.69
flip-flops and latches	30	750.7	38.19
well taps	70	87.58	4.456
repair buffers	32	317.8	16.17
No activity file was given, so power comes from the tool's default toggle rates.
