[design/flow/config.mk]
export PLATFORM = sky130hd
export DESIGN_NAME = MEM
export DESIGN_NICKNAME = MEM
export VERILOG_FILES = /design/flow/design.v
export SDC_FILE = /design/flow/constraint.sdc
export NUM_CORES = 4
export LEC_CHECK = 1
export CORE_UTILIZATION = 50
export SYNTH_HDL_FRONTEND = slang
export SYNTH_MEMORY_MAX_BITS = 65536
[design/flow/constraint.sdc]
current_design MEM

set clk_period 42.4
set clk_io_pct 0.2

create_clock -name clk0 -period $clk_period [get_ports {clk}]

set non_clock_inputs [all_inputs -no_clocks]
set_input_delay [expr $clk_period * $clk_io_pct] -clock clk0 $non_clock_inputs
set_output_delay [expr $clk_period * $clk_io_pct] -clock clk0 [all_outputs]
[design/flow/design.v]
`timescale 1ns/1ns
module MEM (
    input clk,
    input reg_escribir_MEM,
    input mem_a_reg_MEM,
    input mem_escribir_MEM,
    input mem_leer_MEM,
    input [31:0] resultado_alu_MEM,     
    input [31:0] dr2_forward_MEM,       
    input [4:0]  registro_destino_MEM,  
    output [31:0] dato_memoria_out,     
    output [31:0] alu_result_out,       
    output [4:0]  rd_out,               
    output mem_a_reg_out,               
    output reg_escribir_out             
);
    wire [31:0] dato_leido;
    memoria_datos mem_ram (
        .clk(clk),
        .mem_escribir(mem_escribir_MEM),
        .mem_leer(mem_leer_MEM),
        .direccion(resultado_alu_MEM),
        .dato_escribir(dr2_forward_MEM),
        .dato_leer(dato_leido)
    );
    assign dato_memoria_out   = dato_leido;          
    assign alu_result_out     = resultado_alu_MEM;   
    assign rd_out             = registro_destino_MEM;
    assign mem_a_reg_out      = mem_a_reg_MEM;       
    assign reg_escribir_out   = reg_escribir_MEM;    
endmodule
`timescale 1ns/1ns
module memoria_datos(
    input clk,
    input mem_escribir,
    input mem_leer,
    input [31:0] direccion,
    input [31:0] dato_escribir,
    output reg [31:0] dato_leer
);
reg [31:0] memoria [0:255];
initial begin
    $readmemb("datos_memoria.txt", memoria);
end
always @(posedge clk) begin
    if (mem_escribir) begin
        memoria[direccion[7:0]] <= dato_escribir;
    end
end
always @(*) begin
    if (mem_leer) begin
        dato_leer = memoria[direccion[7:0]];
    end else begin
        dato_leer = 32'b0;
    end
end
endmodule
[design/flow/run.sh]
#!/bin/bash
# OpenROAD 26Q1-2900-gdf79404cd8, Yosys 0.63+post, stock flow scripts
make -C /OpenROAD-flow-scripts/flow DESIGN_CONFIG=/design/flow/config.mk WORK_HOME=/design/flow/orfs finish
==> out/summary.txt <==
Row Count: 290
Fin crit share: 58.7%
Maxcap violations: 2
Peak Freq: 0.0402 GHz
Average size of a mapped cell: 22.5 um^2
PwrDens: 47.1 mW/mm^2
# resized after CTS: 0
Vias in the first global route: 170000
Fin Setup TNS: 0 ns
Nature of the critical path endpoint: output port
Worst slew margin: -11.2%
Routed wl met3: 206000 um
#FFs+latches synth: 8192
WL met2: 400000 um
Failing checks: capacitance limit, slew limit
CTS tree: built
Max reg flops: 8192
Netlist cell types: 44
CP peak stage delay: 1.06 ns
Die width: 794 um
Slew @ Worst Pin: 1.65 ns
RSZ-0062 raised after global routing: no
Overall die height: 794 um
Minimum clock period: 24.88 ns
Startpoint Class: input pin
Post-DR vias/cell: 6.36
Yosys Chip Area: 0.314 mm^2
Post-synth EDFFs: 8192
Most frequent cell after synthesis: edfxtp_1
H-tree depth: 6
Synth cell count leaders: 8192 x edfxtp_1, 1852 x mux4_2, 868 x mux2i_1
Leakage: 111 nW
Largest net degree at the start of global routing: 94
Clock buffer depth: 4
Critical path buffers and inverters: 10
Reg clk slew, reported paths: 0.06 ns
Delay-heaviest family, CP: buffers and inverters
Cells after synthesis: 13900
Number of cells on the critical path: 16
Pins Over Slew Limit: 3
Routed wire length: 896000 um
Final HPWL DP: 511000 um
Synth async-reset ratio: 0%
Synth top area cells: edfxtp_1 78%, mux4_2 13%, mux2i_1 2.8%
DIE AREA: 0.631 mm^2
Hold-fix buffers, CTS: 0
Setup slack after placement: 17.59 ns
Area leader share: 78.4%
Most common cell on crit path: buf_4
Input/output buffers: 82
GPL Wtd Cong: 0.944
Area leader, netlist: edfxtp_1
CP arrival: 16.40 ns
Initial antenna violation count: 33
Drt first pass iters: 5
CP required: 33.92 ns
Fp_density: 50.3%
GRT Residual Overflow: 0
Ys flop type: edfxtp_1
Final setup viols: 0
Synthesized area: 0.314 mm^2
Met1 WL: 239000 um
CTS sink cnt: 8192
Setup Buffers After CTS: 0
Highest metal used: met5
Core area: 0.624 mm^2
Area Growth Syn to Fin: 13.1%
Drt wl/cell: 37.7 um
Outcome: finished, violations left
All-layer global routing usage: 32.4%
Number of remaining DRC errors: 0
Initial DRC Count: 9305
Pwr Total: 0.0167 W
Hold crit path type: in2reg
I/O pins: 145
Antenna viol nets, final: 0
Layout cells sized above 1: 27.2%
Cells along the critical path: buf_16 -> buf_4 -> buf_4 -> buf_4 -> buf_4 -> buf_4 -> buf_4 -> mux4_2 -> mux2i_1 -> o22a_1 -> o211ai_1 -> a22oi_1 -> buf_4 -> a32oi_1 -> buf_4 -> clkdlybuf4s50_1
DR vias: 151000
Cells in synth_stat.txt: 13900
TritonCTS buffer count: 807
Final worst setup slack: 17.52 ns
Setup Crit Path Kind: in2out
Root Driver: clkbuf_16
Critical path peak fanout: 64
Final tally of hold violations: 0
Crit-path slowest cell: a22oi_1
Post-synth seq share: 78.4%
Synthesis Warnings: 0
Worst hold stages: 1
Tool warnings: 26
Worst VDD drop: 0.0000506 V
First-pass GRT wire length: 1250000 um
==> metal layers <==
layer	vias up	global-route usage [%]
li1	61200	-
met1	75400	34.8
met2	12700	43.2
met3	1823	32.2
met4	87	12.2
met5	-	4.52
==> power breakdown <==
part | switching (W) | total (W) | leakage (nW) | internal, W
logic | 0.000559 | 0.000831 | 25.2 | 0.000272
clock network | 0.00298 | 0.00694 | 12.4 | 0.00396
registers | 0.00000368 | 0.00893 | 73.6 | 0.00893
total | 0.00354 | 0.0167 | 111 | 0.0132
==> layout make-up <==
type                            count  area [um^2]
Inverter                            4         22.5
Antenna cell                       20         50.0
Timing Repair Buffer              914         7410
Clock inverter                    473         4410
Multi-Input combinational cell   4845        65600
Sequential cell                  8192       246000
Clock buffer                     1001        21200
Tap cell                         8322        10400
Fill cell                       43500       269000
==> stage by stage <==
stage | hold WS [ns] | cells | area, um^2 | utilization, %
3_3_place_gp | 8.85 | 22300 | 329000 | 52.7
2_1_floorplan | 8.58 | 13900 | 314000 | -
5_1_grt | 7.65 | 23800 | 355000 | 56.8
6_report | 7.69 | 23800 | 355000 | 56.9
3_5_place_dp | 8.85 | 22300 | 329000 | 52.7
4_1_cts | 7.58 | 23700 | 355000 | 56.8
==> path summary, 6_finish.rpt <==
kind                            startpoint                       to  slack (ns)
worst min-delay path    dr2_forward_MEM[9]  mem_ram.memoria[160][9]        7.69
worst max-delay path  resultado_alu_MEM[0]     dato_memoria_out[20]       17.52
==> layout by cell type (no fill, tap or decap), types with 128 or more instances in the layout <==
cell type and instances:
nand3_1 413, clkinv_1 207, a22oi_1 320, a21oi_1 132
o22ai_1 128, buf_4 820, clkbuf_16 818, mux2i_1 868
clkbuf_1 183, nor2_4 244, edfxtp_1 8192, nand2_1 149
mux4_2 1852
==> logic make-up (layout without fill, tap and decap cells) <==
kind of cell / count (synthesis) / after routing / synth area share [%]
AND-OR/OR-AND: 1033 / 1033 / 2.42
multiplexers: 2752 / 2752 / 16.2
AND/OR/NAND/NOR: 1060 / 1060 / 1.59
buffers and inverters: 882 / 2392 / 1.44
other: 0 / 20 / 0
flip-flops: 8192 / 8192 / 78.4
Power figures rest on the tool's default switching activity, not on a simulated workload.
